==> design/flow/design.v <==
`timescale 1ns / 1ps
module axi_lite_async_fifo #(
    parameter ADDR_WIDTH = 4,
    parameter DATA_WIDTH = 32,
    parameter FIFO_DEPTH = 8
)(
    input                       clk_axi,          
    input                       clk_periph,       
    input                       axi_resetn_i,     
    input  [ADDR_WIDTH-1:0]     axi_awaddr_i,
    input                       axi_awvalid_i,
    output reg                  axi_awready_o,
    input  [DATA_WIDTH-1:0]     axi_wdata_i,
    input  [3:0]                axi_wstrb_i,
    input                       axi_wvalid_i,
    output reg                  axi_wready_o,
    output reg [1:0]            axi_bresp_o,
    output reg                  axi_bvalid_o,
    input                       axi_bready_i,
    input  [ADDR_WIDTH-1:0]     axi_araddr_i,
    input                       axi_arvalid_i,
    output reg                  axi_arready_o,
    output reg [DATA_WIDTH-1:0] axi_rdata_o,
    output reg [1:0]            axi_rresp_o,
    output reg                  axi_rvalid_o,
    input                       axi_rready_i,
    input                       periph_rd_en_i,     
    output reg [DATA_WIDTH-1:0] periph_rdata_o,
    output reg                  periph_rvalid_o,
    output                      periph_empty_o,
    output                      periph_full_o,
    input                       irq_clear_full_i,
    input                       irq_clear_empty_i,
    output                      irq_full_o,
    output                      irq_empty_o
);
    localparam PTR = $clog2(FIFO_DEPTH);         
    reg [DATA_WIDTH-1:0] fifo_mem [0:FIFO_DEPTH-1];
    reg [PTR:0] fifo_wr_ptr_bin_r;    
    reg [PTR:0] fifo_rd_ptr_bin_r;    
    reg [PTR:0] fifo_wr_ptr_gray_r;   
    reg [PTR:0] fifo_rd_ptr_gray_r;   
    reg [PTR:0] fifo_rd_ptr_gray_sync_axi_1, fifo_rd_ptr_gray_sync_axi_2;    
    reg [PTR:0] fifo_wr_ptr_gray_sync_periph_1, fifo_wr_ptr_gray_sync_periph_2;  
    reg                     axi_aw_pending_r;
    reg [ADDR_WIDTH-1:0]    axi_awaddr_latched_r;
    reg                     axi_w_pending_r;
    reg [DATA_WIDTH-1:0]    axi_wdata_latched_r;
    wire [PTR-1:0] fifo_wr_addr_w = fifo_wr_ptr_bin_r[PTR-1:0];
    wire [PTR-1:0] fifo_rd_addr_w = fifo_rd_ptr_bin_r[PTR-1:0];
    function [PTR:0] bin2gray;
        input [PTR:0] bin;
        begin
            bin2gray = (bin >> 1) ^ bin;
        end
    endfunction
    function [PTR:0] gray2bin;
        input [PTR:0] gray;
        integer i;
        begin
            gray2bin[PTR] = gray[PTR];
            for (i = PTR-1; i >= 0; i = i - 1)
                gray2bin[i] = gray2bin[i+1] ^ gray[i];
        end
    endfunction
    wire [PTR:0] fifo_rd_bin_sync_axi   = gray2bin(fifo_rd_ptr_gray_sync_axi_2);     
    wire [PTR:0] fifo_wr_bin_sync_periph = gray2bin(fifo_wr_ptr_gray_sync_periph_2);  
    wire [PTR:0] fifo_wr_bin_next_w = fifo_wr_ptr_bin_r + 1'b1;
    wire fifo_full_axi_w  = (fifo_wr_bin_next_w == fifo_rd_bin_sync_axi);
    wire fifo_empty_periph_w = (fifo_rd_ptr_bin_r == fifo_wr_bin_sync_periph);
    wire fifo_empty_axi_w = (fifo_wr_ptr_bin_r == fifo_rd_bin_sync_axi);
    assign periph_full_o  = fifo_full_axi_w;      
    assign periph_empty_o = fifo_empty_periph_w;  
    assign irq_full_o  = 1'b0;
    assign irq_empty_o = 1'b0;
    always @(posedge clk_periph or negedge axi_resetn_i) begin
        if (!axi_resetn_i) begin
            fifo_wr_ptr_gray_sync_periph_1 <= { (PTR+1){1'b0} };
            fifo_wr_ptr_gray_sync_periph_2 <= { (PTR+1){1'b0} };
        end else begin
            fifo_wr_ptr_gray_sync_periph_1 <= fifo_wr_ptr_gray_r;
            fifo_wr_ptr_gray_sync_periph_2 <= fifo_wr_ptr_gray_sync_periph_1;
        end
    end
    always @(posedge clk_axi or negedge axi_resetn_i) begin
        if (!axi_resetn_i) begin
            fifo_rd_ptr_gray_sync_axi_1 <= { (PTR+1){1'b0} };
            fifo_rd_ptr_gray_sync_axi_2 <= { (PTR+1){1'b0} };
        end else begin
            fifo_rd_ptr_gray_sync_axi_1 <= fifo_rd_ptr_gray_r;
            fifo_rd_ptr_gray_sync_axi_2 <= fifo_rd_ptr_gray_sync_axi_1;
        end
    end
    always @(posedge clk_axi or negedge axi_resetn_i) begin
        if (!axi_resetn_i) begin
            axi_awready_o           <= 1'b0;
            axi_wready_o            <= 1'b0;
            axi_bvalid_o            <= 1'b0;
            axi_bresp_o             <= 2'b00;
            fifo_wr_ptr_bin_r       <= { (PTR+1){1'b0} };
            fifo_wr_ptr_gray_r      <= { (PTR+1){1'b0} };
            axi_aw_pending_r        <= 1'b0;
            axi_w_pending_r         <= 1'b0;
            axi_awaddr_latched_r    <= {ADDR_WIDTH{1'b0}};
            axi_wdata_latched_r     <= {DATA_WIDTH{1'b0}};
        end else begin
            axi_awready_o <= !axi_aw_pending_r && !axi_bvalid_o && !fifo_full_axi_w;
            axi_wready_o  <= !axi_w_pending_r  && !axi_bvalid_o && !fifo_full_axi_w;
            if (axi_awvalid_i && axi_awready_o) begin
                axi_aw_pending_r     <= 1'b1;
                axi_awaddr_latched_r <= axi_awaddr_i;
            end
            if (axi_wvalid_i && axi_wready_o) begin
                axi_w_pending_r     <= 1'b1;
                axi_wdata_latched_r <= axi_wdata_i;
            end
            if (axi_awvalid_i && axi_wvalid_i && !axi_bvalid_o && !fifo_full_axi_w) begin
                fifo_mem[fifo_wr_addr_w] <= axi_wdata_i;
                fifo_wr_ptr_bin_r <= fifo_wr_ptr_bin_r + 1'b1;
                fifo_wr_ptr_gray_r <= bin2gray(fifo_wr_ptr_bin_r + 1'b1);
                axi_bvalid_o <= 1'b1;
                axi_bresp_o  <= 2'b00;  
                axi_aw_pending_r <= 1'b0;
                axi_w_pending_r  <= 1'b0;
            end else begin
                if (axi_aw_pending_r && axi_w_pending_r && !axi_bvalid_o && !fifo_full_axi_w) begin
                    fifo_mem[fifo_wr_addr_w] <= axi_wdata_latched_r;
                    fifo_wr_ptr_bin_r <= fifo_wr_ptr_bin_r + 1'b1;
                    fifo_wr_ptr_gray_r <= bin2gray(fifo_wr_ptr_bin_r + 1'b1);
                    axi_bvalid_o <= 1'b1;
                    axi_bresp_o  <= 2'b00;  
                    axi_aw_pending_r <= 1'b0;
                    axi_w_pending_r  <= 1'b0;
                end
                else if (( (axi_awvalid_i && axi_wvalid_i) || (axi_aw_pending_r && axi_w_pending_r) ) && !axi_bvalid_o && fifo_full_axi_w) begin
                    axi_bvalid_o <= 1'b1;
                    axi_bresp_o  <= 2'b10;  
                    axi_aw_pending_r <= 1'b0;
                    axi_w_pending_r  <= 1'b0;
                end
                if (axi_bvalid_o && axi_bready_i) begin
                    axi_bvalid_o <= 1'b0;
                end
            end
        end
    end
    wire [PTR:0] occupancy_axi_w = fifo_wr_ptr_bin_r - fifo_rd_bin_sync_axi;
    always @(posedge clk_axi or negedge axi_resetn_i) begin
        if (!axi_resetn_i) begin
            axi_arready_o <= 1'b0;
            axi_rvalid_o  <= 1'b0;
            axi_rresp_o   <= 2'b00;
            axi_rdata_o   <= {DATA_WIDTH{1'b0}};
        end else begin
            axi_arready_o <= !axi_rvalid_o;
            if (axi_arvalid_i && axi_arready_o) begin
                if (axi_araddr_i == { {ADDR_WIDTH-1{1'b0}}, 1'b0 }) begin
                    axi_rdata_o <= { {(DATA_WIDTH-1){1'b0}}, (fifo_empty_periph_w ? 1'b1 : 1'b0) };
                    axi_rresp_o <= 2'b00;
                end else if (axi_araddr_i == { {ADDR_WIDTH-1{1'b0}}, 1'b1 }) begin
                    if (fifo_empty_periph_w) begin
                        axi_rdata_o <= {DATA_WIDTH{1'b0}};
                        axi_rresp_o <= 2'b10;  
                    end else begin
                        axi_rdata_o <= fifo_mem[ fifo_rd_bin_sync_axi[PTR-1:0] ];
                        axi_rresp_o <= 2'b00;
                    end
                end else begin
                    axi_rdata_o <= {DATA_WIDTH{1'b0}};
                    axi_rresp_o <= 2'b10;  
                end
                axi_rvalid_o <= 1'b1;
            end else if (axi_rvalid_o && axi_rready_i) begin
                axi_rvalid_o <= 1'b0;
            end
        end
    end
    always @(posedge clk_periph or negedge axi_resetn_i) begin
        if (!axi_resetn_i) begin
            fifo_rd_ptr_bin_r   <= { (PTR+1){1'b0} };
            fifo_rd_ptr_gray_r  <= { (PTR+1){1'b0} };
            periph_rdata_o      <= {DATA_WIDTH{1'b0}};
            periph_rvalid_o     <= 1'b0;
        end else begin
            periph_rvalid_o <= 1'b0;
            if (periph_rd_en_i && !fifo_empty_periph_w) begin
                periph_rdata_o <= fifo_mem[ fifo_rd_addr_w ];
                periph_rvalid_o <= 1'b1;
                fifo_rd_ptr_bin_r <= fifo_rd_ptr_bin_r + 1'b1;
                fifo_rd_ptr_gray_r <= bin2gray(fifo_rd_ptr_bin_r + 1'b1);
            end
        end
    end
endmodule
==> design/flow/run.sh <==
#!/bin/bash
# OpenROAD 26Q1-2900-gdf79404cd8, Yosys 0.63+post, stock flow scripts
make -C /OpenROAD-flow-scripts/flow DESIGN_CONFIG=/design/flow/config.mk WORK_HOME=/design/flow/orfs finish
==> design/flow/config.mk <==
export PLATFORM = sky130hd
export DESIGN_NAME = axi_lite_async_fifo
export DESIGN_NICKNAME = axi_lite_async_fifo
export VERILOG_FILES = /design/flow/design.v
export SDC_FILE = /design/flow/constraint.sdc
export NUM_CORES = 4
export LEC_CHECK = 1
export CORE_UTILIZATION = 50
==> design/flow/constraint.sdc <==
current_design axi_lite_async_fifo

set clk_period 9.0
set clk_io_pct 0.2

create_clock -name clk0 -period $clk_period [get_ports {clk_axi}]
create_clock -name clk1 -period $clk_period [get_ports {clk_periph}]

set non_clock_inputs [all_inputs -no_clocks]
set_input_delay [expr $clk_period * $clk_io_pct] -clock clk0 $non_clock_inputs
set_output_delay [expr $clk_period * $clk_io_pct] -clock clk0 [all_outputs]
==> node_exporter_impl.prom <==
# HELP chip_impl_metric Implementation results
# TYPE chip_impl_metric gauge
chip_impl_metric{name="clkSinkCount",unit=""} 392
chip_impl_metric{name="top_level_ports",unit=""} 133
chip_impl_metric{name="synth.ff_latch_count",unit=""} 392
chip_impl_metric{name="io_buffer_count",unit=""} 117
chip_impl_metric{name="synthesis.instances",unit=""} 1210
chip_impl_metric{name="r2r.worst_path.cells",unit=""} 12
chip_impl_metric{name="worst-endpoint-arrival",unit="ns"} 3.66
chip_impl_info{name="synth-main-ff-cell",value="sky130_fd_sc_hd__edfxtp_1"} 1
chip_impl_metric{name="hold_depth",unit=""} 0
chip_impl_metric{name="clock_transition_time_at_the_flip_flop_clock_pins_of_the_worst_setup_and_hold_paths",unit="ns"} 0.09
chip_impl_metric{name="final_max_slew_viol_count",unit=""} 0
chip_impl_metric{name="floorplan.initialDensity",unit="%"} 51.3
chip_impl_info{name="mostFrequentLayoutCell",value="sky130_fd_sc_hd__edfxtp_1"} 1
chip_impl_info{name="top_logic_kind",value="AND-OR/OR-AND gates"} 1
chip_impl_metric{name="yosys-mux-area-fraction",unit="%"} 7.58
chip_impl_metric{name="fill_cells",unit=""} 2572
chip_impl_metric{name="grt.met1_usage",unit="%"} 41.8
chip_impl_metric{name="placeableCoreArea",unit="sq um"} 32900
chip_impl_metric{name="count_of_library_flops_with_an_enable_pin",unit=""} 256
chip_impl_metric{name="ir_worst_vdd",unit="mV"} 0.312
chip_impl_metric{name="maxSlewHeadroom",unit="%"} 34.8
chip_impl_metric{name="yosysUniqueCellTypes",unit=""} 57
chip_impl_metric{name="detailedRoute.firstIterationViolations",unit=""} 991
chip_impl_metric{name="setup-violations-final",unit=""} 0
chip_impl_metric{name="synth-simple-area-share",unit="%"} 5.36
chip_impl_metric{name="timing_worst_slew_pin_value",unit="ns"} 0.978
chip_impl_metric{name="detail-route-antenna-nets",unit=""} 0
chip_impl_metric{name="yosys.stat.seqShare",unit="%"} 65.8
chip_impl_metric{name="post_synth_ao_oa_area_fraction",unit="%"} 16.1
chip_impl_metric{name="detailed_place_hpwl",unit="um"} 25700
chip_impl_metric{name="fin_setup_tns",unit="ns"} 0
chip_impl_info{name="final_cell_mix",value="sky130_fd_sc_hd__edfxtp_1, sky130_fd_sc_hd__dfrtp_1, sky130_fd_sc_hd__clkdlybuf4s50_1, sky130_fd_sc_hd__nand2_1"} 1
chip_impl_metric{name="warning_count",unit=""} 45
chip_impl_info{name="hold_path_startpoint",value="fifo_rd_ptr_gray_r[0]"} 1
chip_impl_metric{name="die.size.y",unit="um"} 186
chip_impl_metric{name="yosys.area_share.adder",unit="%"} 1.11
chip_impl_metric{name="highest_net_fanout_along_the_worst_path",unit=""} 27
chip_impl_metric{name="place.detailed.instances",unit=""} 1711
chip_impl_metric{name="postCtsSetupRepairBufs",unit=""} 0
chip_impl_metric{name="fin_worst_hold_slack",unit="ns"} 0.202
chip_impl_metric{name="synth-async-reset-ratio",unit="%"} 34.7
chip_impl_metric{name="finalWeightedCongestion",unit=""} 0.853
chip_impl_info{name="status",value="finished, final reports clean"} 1
chip_impl_metric{name="drv.max_cap_violation_count",unit=""} 0
chip_impl_info{name="path_class",value="register to output pin"} 1
chip_impl_metric{name="syn-cell-area",unit="sq um"} 16800
chip_impl_metric{name="grt_usage",unit="%"} 30.6
chip_impl_metric{name="global_route_wire_length_before_repair",unit="um"} 69900
chip_impl_metric{name="power_leakage",unit="nW"} 7.23
chip_impl_metric{name="worst_ep_required_time",unit="ns"} 7.20
chip_impl_metric{name="first_global_vias",unit=""} 11800
chip_impl_info{name="timing.critical_path.from",value="fifo_rd_ptr_gray_sync_axi_2[3]"} 1
chip_impl_metric{name="clock_skew",unit="ns"} 0.0249
chip_impl_metric{name="vias",unit=""} 11500
chip_impl_metric{name="post_synth_xor_area_fraction",unit="%"} 1.28
chip_impl_metric{name="drcViolationCount",unit=""} 0
chip_impl_metric{name="yosys_warnings",unit=""} 2
chip_impl_metric{name="drt-pass1-iter-count",unit=""} 9
chip_impl_metric{name="globalRouteMet2Util",unit="%"} 41.8
chip_impl_metric{name="globalRoute.totalOverflow",unit=""} 0
chip_impl_info{name="worst_hold_path.endpoint",value="fifo_rd_ptr_gray_sync_axi_1[0]"} 1
chip_impl_metric{name="num_rows",unit=""} 66
chip_impl_info{name="reg2reg_from",value="fifo_rd_ptr_gray_sync_axi_2[3]"} 1
chip_impl_metric{name="die.size.x",unit="um"} 186
chip_impl_info{name="holdCritPathClass",value="register to register"} 1
chip_impl_metric{name="power.density_cell_area",unit="nW/um^2"} 409
chip_impl_metric{name="stdcell_count",unit=""} 1788
chip_impl_info{name="crit_path_start_kind",value="register"} 1
chip_impl_metric{name="grt_antenna_before_repair",unit=""} 1
chip_impl_metric{name="total_cell_area_reported_by_yosys_after_synthesis",unit="sq um"} 16800
chip_impl_metric{name="flow.area_growth_from_synthesis",unit="%"} 18.0
chip_impl_info{name="grt_most_used_layer",value="met2"} 1
chip_impl_metric{name="met3_track_demand_over_resource",unit="%"} 21.2
chip_impl_metric{name="avgSynthCellArea",unit="sq um"} 13.9
chip_impl_metric{name="wire_per_inst",unit="um"} 26.4
chip_impl_metric{name="worst-r2r-setup-slack",unit="ns"} 4.62
chip_impl_metric{name="drt-vias-per-instance",unit=""} 6.45
chip_impl_metric{name="grt_max_degree",unit=""} 67
chip_impl_metric{name="die_area",unit="sq um"} 34400
chip_impl_metric{name="ys_cells",unit=""} 1210
chip_impl_metric{name="cts.repair.resized",unit=""} 0
chip_impl_metric{name="holdBufCountCts",unit=""} 0
chip_impl_metric{name="detail_route.wirelength",unit="um"} 47100
chip_impl_info{name="crit_path_end_kind",value="output pin"} 1
chip_impl_info{name="tritoncts",value="done"} 1
chip_impl_metric{name="finalHoldViolCount",unit=""} 0
chip_impl_metric{name="layout-drive-gt1-share",unit="%"} 14.9
chip_impl_info{name="crit-reg2reg-capture",value="axi_rdata_o[6]"} 1
chip_impl_info{name="rsz0062_at_grt",value="false"} 1
flip-flops by register name, indices dropped and copies added, names as in the netlist, 3 cells and up:
| register | cells |
|---|---|
| fifo_rd_ptr_gray_sync_axi_1 | 4 |
| axi_wdata_latched_r | 32 |
| fifo_rd_ptr_gray_sync_axi_2 | 4 |
| fifo_rd_ptr_gray_r | 4 |
| fifo_wr_ptr_gray_sync_periph_2 | 4 |
| fifo_mem | 256 |
| fifo_wr_ptr_bin_r | 3 |
| fifo_wr_ptr_gray_sync_periph_1 | 4 |
| periph_rdata_o | 32 |
| fifo_wr_ptr_gray_r | 4 |
| fifo_rd_ptr_bin_r | 3 |
| axi_rdata_o | 32 |
power breakdown:
group / switching, mW / internal, mW / total (mW)
sequential: 0.183 / 2.46 / 2.65
combinational: 2.33 / 1.41 / 3.74
clock: 0.707 / 1.03 / 1.74
stage by stage:
stage	power (mW)	utilization, %	cell area, sq um	setup slack (ns)
after floorplan	4.97	-	16900	5.08
after global placement	6.33	56.3	18500	4.14
after detailed placement	6.35	56.3	18500	4.12
after CTS	8.12	60.5	19900	3.55
final	8.13	60.5	19900	3.54
after global routing	8.57	60.5	19900	3.35
worst max path at each step:
stage	slack, ns	endpoint	cells after the start
global route	3.35	periph_full_o	8
finish	3.54	periph_full_o	8
CTS	3.55	periph_full_o	8
worst max-delay path, stage by stage (launching register included):
cell                              delay [ns]
sky130_fd_sc_hd__dfrtp_1                0.46
sky130_fd_sc_hd__xor2_4                 0.18
sky130_fd_sc_hd__buf_4                  0.25
sky130_fd_sc_hd__inv_2                  0.54
sky130_fd_sc_hd__xnor2_1                0.23
sky130_fd_sc_hd__ha_2                   0.33
sky130_fd_sc_hd__xor2_1                 0.17
sky130_fd_sc_hd__a211oi_4               0.42
sky130_fd_sc_hd__clkdlybuf4s50_1        0.56
layout make-up:
class                   count  area [sq um]  share of cell area [%]
multi-input cells         712          5370                    27.0
repair buffers            154          1450                    7.29
inverters                  11          41.3                   0.208
clock buffers              57          1170                    5.88
flip-flops and latches    392         11100                    55.8
well taps                 442           553                    2.78
diodes                      1          2.50                  0.0126
clock inverters            19           200                    1.01
cells by family after synthesis:
family                     after synthesis
AOI/OAI and AO/OA                      360
xor gates and xnor gates                22
adders and majority gates               15
buffers and inverters                  109
DFF                                    392
muxes                                  106
other                                    1
and+or+nand+nor                        205
synthesized netlist by cell type, types with 4 or more instances:
| library cell | count | area share [%] |
|---|---|---|
| sky130_fd_sc_hd__nand3_1 | 27 | 0.80 |
| sky130_fd_sc_hd__o211ai_1 | 4 | 0.18 |
| sky130_fd_sc_hd__buf_2 | 4 | 0.12 |
| sky130_fd_sc_hd__edfxtp_1 | 256 | 46 |
| sky130_fd_sc_hd__and2_1 | 9 | 0.33 |
| sky130_fd_sc_hd__xnor2_1 | 11 | 0.57 |
| sky130_fd_sc_hd__dfrtp_1 | 136 | 20 |
| sky130_fd_sc_hd__a211oi_1 | 33 | 1.5 |
| sky130_fd_sc_hd__nor3_1 | 6 | 0.18 |
| sky130_fd_sc_hd__a222oi_1 | 56 | 3.3 |
| sky130_fd_sc_hd__xor2_1 | 9 | 0.47 |
| sky130_fd_sc_hd__a22oi_1 | 7 | 0.31 |
| sky130_fd_sc_hd__a2bb2oi_1 | 5 | 0.26 |
| sky130_fd_sc_hd__a31oi_1 | 15 | 0.56 |
| sky130_fd_sc_hd__a22o_1 | 28 | 1.5 |
| sky130_fd_sc_hd__buf_4 | 4 | 0.18 |
| sky130_fd_sc_hd__a21o_1 | 4 | 0.18 |
| sky130_fd_sc_hd__mux2_2 | 62 | 4.1 |
| sky130_fd_sc_hd__and3_1 | 11 | 0.41 |
| sky130_fd_sc_hd__ha_1 | 15 | 1.1 |
| sky130_fd_sc_hd__o22ai_1 | 13 | 0.48 |
| sky130_fd_sc_hd__nor2_1 | 39 | 0.87 |
| sky130_fd_sc_hd__mux2i_1 | 14 | 0.83 |
| sky130_fd_sc_hd__o31ai_1 | 14 | 0.62 |
| sky130_fd_sc_hd__a221oi_1 | 57 | 3.0 |
| sky130_fd_sc_hd__inv_1 | 10 | 0.22 |
| sky130_fd_sc_hd__clkbuf_1 | 72 | 1.6 |
| sky130_fd_sc_hd__o211a_1 | 4 | 0.24 |
| sky130_fd_sc_hd__a21oi_1 | 37 | 1.1 |
| sky130_fd_sc_hd__buf_1 | 15 | 0.33 |
| sky130_fd_sc_hd__nand2_1 | 99 | 2.2 |
| sky130_fd_sc_hd__o21ai_0 | 62 | 1.8 |
| sky130_fd_sc_hd__a32oi_1 | 7 | 0.36 |
| sky130_fd_sc_hd__mux2_4 | 27 | 2.4 |
metal layers:
layer	share of wire (%)	up-vias
met5	0.20	-
li1	-	5022
met2	43	822
met1	37	5568
met4	3.0	4
met3	16	116
Power is estimated from default activity; no workload was simulated.
